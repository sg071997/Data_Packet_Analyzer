[design/flow/config.mk]
export PLATFORM = sky130hd
export DESIGN_NAME = packet_assembler
export DESIGN_NICKNAME = packet_assembler
export VERILOG_FILES = /design/flow/design.v
export SDC_FILE = /design/flow/constraint.sdc
export NUM_CORES = 4
export LEC_CHECK = 1
export CORE_AREA = 10 10 70 70
export DIE_AREA = 0 0 80 80
[design/flow/constraint.sdc]
current_design packet_assembler

set clk_period 1.0
set clk_io_pct 0.2

create_clock -name clk0 -period $clk_period [get_ports {clock}]

set non_clock_inputs [all_inputs -no_clocks]
set_input_delay [expr $clk_period * $clk_io_pct] -clock clk0 $non_clock_inputs
set_output_delay [expr $clk_period * $clk_io_pct] -clock clk0 [all_outputs]
[design/flow/design.v]
module packet_assembler(
input clock,
input resetn,
input validIn,
input [31:0] dataIn,
input lastIn,
output reg validOut,
output reg [31:0] dataOut,
output reg lastOut
);
localparam IDLE     = 2'b00;  
localparam HEADER   = 2'b01;  
localparam PAYLOAD  = 2'b10;  
localparam FOOTER   = 2'b11;  
reg [1:0] current_state, next_state;       
reg [15:0] sequence_number = 16'h0001;     
reg [15:0] max_payload_length = 16'h017D;  
reg [15:0] payload_counter = 16'h0000;     
reg [15:0] payload_counter1 = 16'h0000;    
reg [31:0] data_buffer [0:380];            
reg [31:0] header_reg;                  
reg [31:0] footer_reg = 32'hFFFFFFFF;   
always @(posedge clock or negedge resetn) begin  
	if(!resetn) begin                            
		current_state <= IDLE;               
		sequence_number <= 16'h0001;         
		payload_counter <= 16'h0000;         
		payload_counter1 <= 16'h0000; 
	end else begin
		current_state <= next_state;         
		if(current_state == FOOTER) begin    
			sequence_number <= sequence_number + 16'h0001;
		end
	end
end
always @(*) begin
	case (current_state)
		IDLE: begin                                      
			if(validIn && lastIn) begin              
				next_state = HEADER;             
			end else if(validIn && !lastIn) begin    
				next_state = IDLE;
			end
		end
		HEADER: begin                                    
		       next_state = PAYLOAD;                     
		end
		PAYLOAD: begin                                   
			if(payload_counter != 0) begin           
				next_state = PAYLOAD;            
			end else begin
				next_state = FOOTER;             
			end
		end
		FOOTER: begin
			next_state = IDLE;                       
		end
		default: next_state = IDLE;                      
	endcase
end
always @(posedge clock or negedge resetn) begin
	if(!resetn) begin                                        
		validOut <= 1'b0;                                
		dataOut <= 32'h00000000;                         
		lastOut <= 1'b0;                                 
		payload_counter <= 16'h0000;                     
		payload_counter1 <= 16'h0000;                    
		header_reg <= 32'h00000000;                      
		footer_reg <= 32'hFFFFFFFF;                      
		sequence_number <= 16'h0000;
	end else begin
		case (current_state)                             
			IDLE:begin                               
				payload_counter <= 16'h0000;     
				payload_counter1 <= 16'h0000;	 
				validOut <= 1'b0;                
				dataOut <= 32'h00000000;         
				lastOut <= 1'b0;                 
				if (validIn && !lastIn) begin                        
				        payload_counter <= payload_counter + 1;      
					data_buffer[payload_counter] <= dataIn;      
				end                                                  
				else if (validIn && lastIn) begin                    
					payload_counter <= payload_counter + 1;      
                                        data_buffer[payload_counter] <= dataIn;      
				end
			end
			HEADER: begin                                            
				dataOut <= {sequence_number, payload_counter};   
				validOut <= 1'b1;                                
				lastOut <= 1'b0;                                 
			end
			PAYLOAD: begin                                                      
				if (payload_counter != 16'h0000) begin                      
					if(payload_counter1<payload_counter) begin          
						validOut <= 1'b1;                           
						dataOut <= data_buffer[payload_counter1];   
						lastOut <= lastIn;
						payload_counter1 <= payload_counter1 + 16'h0001;
					end
					else if (payload_counter1==payload_counter) begin   
						payload_counter <= 0;                       
						payload_counter1 <= 0;                      
					end
				end
			end
			FOOTER: begin                                              
				validOut <= 1'b1;                                  
				dataOut <= footer_reg;                             
				lastOut <= 1'b1;                                   
			end
			default: begin
				validOut <= 1'b0;                                  
				dataOut <= 32'h00000000;                           
				lastOut <= 1'b0;                                   
			end
		endcase
	end
end
endmodule
[design/flow/run.sh]
#!/bin/bash
# OpenROAD 26Q1-2900-gdf79404cd8, Yosys 0.63+post, stock flow scripts
make -C /OpenROAD-flow-scripts/flow DESIGN_CONFIG=/design/flow/config.mk WORK_HOME=/design/flow/orfs finish
==> metrics.csv <==
stage,metric,value,unit
synthesis,"top cells, area","buf_4 (40%), dfrtp_1 (21%), ha_1 (13%)",
synthesis,"area share, top type",39.6,%
synthesis,Post-synth regs,9,
status,Error,ERROR: Found 1 problems in 'check -assert'.,
synthesis,# Cells Yosys,61,
status,status,aborted with a tool error,
synthesis,distinct cell type count after synthesis,16,
synthesis,synthesis warning total,2,
status,Stopped at,1_2_yosys,
synthesis,cell type with the largest total area,buf_4,
synthesis,yosys stat area,588,µm²
-- synth_stat cells --
cell and count:
dfstp_2 1, mux2_4 1, nor2b_1 1, o21ai_0 2, buf_4 31, ha_1 6
a211oi_1 1, a21oi_1 1, nand3_1 1, dlxtn_1 3, dfrtp_1 5, conb_1 1
inv_1 4, nor2_1 1, nand2_1 1, xor2_1 1
-- logic make-up after synthesis --
family | count (synthesis) | share of synthesized area [%]
buf+inv | 35 | 42.1
fa+ha+maj | 6 | 12.8
flops | 6 | 25.7
compound gates | 4 | 3.83
simple gates | 4 | 3.19
latches | 3 | 7.66
other cells | 1 | 0.638
xor+xnor | 1 | 1.49
mux | 1 | 2.55
